==> design.v <==
module register_file (
    input         clk,
    input         we3,           
    input  [4:0]  a1,            
    input  [4:0]  a2,            
    input  [4:0]  a3,            
    input  [31:0] wd3,           
    output [31:0] rd1,           
    output [31:0] rd2            
);
    reg [31:0] rf [31:0];  
    always @(posedge clk) begin
        if (we3 && (a3 != 5'b00000)) begin
            rf[a3] <= wd3;
        end
    end
    assign rd1 = (a1 != 5'b00000) ? rf[a1] : 32'b0;
    assign rd2 = (a2 != 5'b00000) ? rf[a2] : 32'b0;
endmodule
==> run.sh <==
#!/bin/bash
# OpenROAD 26Q1-2900-gdf79404cd8, Yosys 0.63+post, stock flow scripts
make -C /OpenROAD-flow-scripts/flow DESIGN_CONFIG=/design/flow/config.mk WORK_HOME=/design/flow/orfs finish
==> config.mk <==
export PLATFORM = sky130hd
export DESIGN_NAME = register_file
export DESIGN_NICKNAME = register_file
export VERILOG_FILES = /design/flow/design.v
export SDC_FILE = /design/flow/constraint.sdc
export NUM_CORES = 4
export LEC_CHECK = 1
export CORE_UTILIZATION = 40
==> constraint.sdc <==
current_design register_file

set clk_period 7.4
set clk_io_pct 0.2

create_clock -name clk0 -period $clk_period [get_ports {clk}]

set non_clock_inputs [all_inputs -no_clocks]
set_input_delay [expr $clk_period * $clk_io_pct] -clock clk0 $non_clock_inputs
set_output_delay [expr $clk_period * $clk_io_pct] -clock clk0 [all_outputs]
==> summary.txt <==
Status - complete, no violations
Placed cells - 4231
Routed WL - 154000 um
First-pass GRT wire length - 220000 um
CP max stage delay - 0.70 ns
Fmax - 0.156 GHz
Die Y - 348 um
Final ANT Viol Nets - 0
Yosys reg bits - 1024
Die X - 348 um
CTS root buffer - clkbuf_16
Rel. slew slack - 31.1%
Fin. Hold Viols - 0
Ys async rst share - 0%
Critical path cell sequence - buf_8 > buf_4 > nor2b_4 > buf_4 > a21oi_1 > a211oi_1 > clkdlybuf4s50_1
Max reg flops - 1024
Vias in the first global route - 31.4k
Final worst-path cycle share - 86.9%
Floorplan core density - 40.5%
Hold_ws - 1.61 ns
Most common cell on crit path - buf_4
Fillers - 9561
Initial antenna violation count - 1
Largest registers - rf (1024)
Yosys cell types - 39
Cell Rows - 126
Worst Hold Class - input pin to flop
Resize count post-CTS - 0
Peak supply drop - 0.180 mV
IO Port Bufs - 112
Vias/cell - 6.39
Hold Buf Count CTS - 0
Gr usage total - 28.1%
Most flop-heavy register - rf
DRT iter0 DRCs - 1748
Yosys chip area - 0.0479 mm2
Yosys warns - 1
Clock Sink Count - 1024
Global route overflow - 0
Crit path kind - input pin to primary output
CP max FO - 68
RSZ-0062 raised after global routing - no
Layout cell share with drive strength beyond 1 - 27.0%
Mapped Cells - 2564
Setup_tns - 0 ns
Yosys Instances - 2564
Worst Setup End Kind - primary output
Wirelength per Cell - 34.8 um
Number of max-cap violations - 0
Pwr Density - 237 mW/mm2
Tool Warnings - 26
Sequential fraction of the synthesis area - 64.2%
Leak - 17.7 nW
Finished Layout Cells - 4428
Post-Syn Area - 0.0479 mm2
RePlAce Congestion - 0.869
Crit path DRT - 5.92 ns
Crit path launch type - input pin
Arr. time, crit path - 4.95 ns
Largest net degree at the start of global routing - 81
Slew @ Worst Pin - 1.03 ns
Final setup viols - 0
Number of enable flip-flop cells - 1024
Post-CTS Setup Inserts - 0
Slowest CP cell - buf_4
Final-report max-slew violation count - 0
Area Overhead vs Synth - 14.4%
Final min period - 6.43 ns
Vias - 28.3k
Mean post-synth cell area - 18.7 um2
Reg clk slew, reported paths - 0.06 ns
CTS buffer count - 105
Io pins - 113
CTS Buffer Depth - 3
DP HPWL - 89100 um
TritonRoute pass-1 iters - 5
Chip area - 0.121 mm2
Top_reg_cell synth - edfxtp_1
H-tree Lvls - 3
Core Region - 0.118 mm2
DR DRC count - 0
CTS tree - yes
==> layout by cell type, fill, tap and decap left out, types with 3 or more instances in the layout <==
cell type and instances:
edfxtp_1 1024, mux2i_1 320, mux4_2 316, buf_4 135, clkbuf_16 107, clkdlybuf4s50_1 102, nand2_1 85, o221ai_1 64
a22oi_1 64, mux2_2 64, a211oi_1 53, o21ai_0 50, a221oi_1 38, mux4_1 36, nor2_4 33, a21oi_1 32
nand4_1 32, nor2b_1 32, a311oi_1 32, conb_1 32, clkinv_2 23, clkinv_1 23, clkbuf_1 18, a221oi_2 16
bufinv_16 12, a211oi_2 11, o2111ai_1 10, nand3b_1 6, clkinvlp_4 6, nor2b_4 5, buf_12 5, or3b_2 4
o21ai_1 4, inv_6 4, buf_8 4, clkinv_4 3, buf_2 3
==> final timing paths <==
path / end / from / cells past startpoint
setup / recovery: rd2[15] / a2[2] / 7
hold / removal: rf[27][24] / wd3[24] / 2
==> power breakdown <==
part	leakage (nW)	switching, mW	internal (mW)
Combinational	6.82	0.685	0.497
Clock	1.66	2.23	3.06
Sequential	9.25	0.0351	6.47
Total	17.7	2.95	10.0
==> critical path, delay by kind of cell <==
family | cells | cell delay [ns]
AOI/OAI and AO/OA | 2 | 0.79
buffers and inverters | 4 | 2.23
and+or+nand+nor | 1 | 0.29
==> logic make-up (layout without fill, tap and decap cells) <==
family	after synthesis	after routing	synth area share, %
and+or+nand+nor	212	212	2.18
DFF	1024	1024	64.2
muxes	736	736	25.0
buffers and inverters	217	448	2.44
AOI/OAI and AO/OA	374	374	6.15
other	1	34	0.00783
==> synth_stat cells (2+ instances only) <==
| library cell | n | share of area [%] |
|---|---|---|
| nand4_1 | 32 | 0.42 |
| o221ai_1 | 64 | 1.2 |
| a21oi_1 | 32 | 0.33 |
| buf_2 | 50 | 0.52 |
| mux2i_1 | 320 | 6.7 |
| nand3b_1 | 6 | 0.094 |
| nand2_1 | 85 | 0.67 |
| mux4_2 | 316 | 15 |
| edfxtp_1 | 1024 | 64 |
| o21ai_0 | 50 | 0.52 |
| a211oi_2 | 11 | 0.29 |
| a311oi_1 | 32 | 0.59 |
| clkbuf_1 | 98 | 0.77 |
| nor2b_1 | 37 | 0.48 |
| a221oi_2 | 16 | 0.50 |
| or3_1 | 2 | 0.026 |
| or3b_2 | 5 | 0.091 |
| inv_1 | 2 | 0.016 |
| nand3_1 | 2 | 0.021 |
| nor2_1 | 36 | 0.28 |
| a211oi_1 | 53 | 0.83 |
| o21ai_1 | 4 | 0.042 |
| a221oi_1 | 38 | 0.69 |
| mux2_2 | 64 | 1.5 |
| mux4_1 | 36 | 2.0 |
| o2111ai_1 | 10 | 0.18 |
| buf_4 | 53 | 0.83 |
| buf_6 | 12 | 0.28 |
| a22oi_1 | 64 | 1.0 |
==> final cells by class <==
cell class	instances	area, um2	share of cell area [%]
Sequential cell	1024	30700	56.1
Multi-Input combinational cell	1354	16400	29.9
Clock buffer	125	2750	5.01
Tap cell	1600	2000	3.65
Antenna cell	2	5.00	0.00913
Inverter	2	8.76	0.0160
Clock inverter	70	663	1.21
Timing Repair Buffer	251	2230	4.07
==> metrics by stage <==
| stage | instance area, um2 | utilization [%] | setup slack, ns | power (mW) |
|---|---|---|---|---|
| after global routing | 54800 | 46.3 | 0.965 | 13.3 |
| final | 54800 | 46.3 | 0.971 | 13.0 |
| after CTS | 54800 | 46.3 | 1.05 | 13.0 |
| after floorplan | 48000 | - | 3.03 | 7.27 |
| after global placement | 51400 | 43.4 | 0.944 | 7.78 |
| after detailed placement | 51400 | 43.4 | 1.07 | 7.80 |
==> per-layer routing <==
metal  global-route usage, %  wire [um]
met5                    2.72        267
met3                    23.7      29600
met2                    39.5      69900
met4                    8.99       6240
met1                    31.9      48100
No activity file was given, so power comes from the tool's default toggle rates.
