==> /design/flow/design.v <==
module alu (
    input  [31:0] a,         
    input  [31:0] b,         
    input  [3:0]  alu_ctrl,  
    output reg [31:0] result,  
    output        zero        
);
    localparam ADD  = 4'b0000;
    localparam SUB  = 4'b1000;
    localparam SLL  = 4'b0001;
    localparam SLT  = 4'b0010;
    localparam SLTU = 4'b0011;
    localparam XOR  = 4'b0100;
    localparam SRL  = 4'b0101;
    localparam SRA  = 4'b1101;
    localparam OR   = 4'b0110;
    localparam AND  = 4'b0111;
    assign zero = (result == 32'b0);
    always @(*) begin
        result = 32'b0;
        case (alu_ctrl)
            ADD:  result = a + b;
            SUB:  result = a - b;
            AND:  result = a & b;
            OR:   result = a | b;
            XOR:  result = a ^ b;
            SLL:  result = a << b[4:0];
            SRL:  result = a >> b[4:0];
            SRA:  result = $signed(a) >>> b[4:0];
            SLT:  result = ($signed(a) < $signed(b)) ? 32'd1 : 32'd0;
            SLTU: result = (a < b) ? 32'd1 : 32'd0;
        endcase
    end
endmodule
==> /design/flow/run.sh <==
#!/bin/bash
# OpenROAD 26Q1-2900-gdf79404cd8, Yosys 0.63+post, stock flow scripts
make -C /OpenROAD-flow-scripts/flow DESIGN_CONFIG=/design/flow/config.mk WORK_HOME=/design/flow/orfs finish
==> /design/flow/config.mk <==
export PLATFORM = sky130hd
export DESIGN_NAME = alu
export DESIGN_NICKNAME = alu
export VERILOG_FILES = /design/flow/design.v
export SDC_FILE = /design/flow/constraint.sdc
export NUM_CORES = 4
export LEC_CHECK = 1
export CORE_UTILIZATION = 50
==> /design/flow/constraint.sdc <==
current_design alu

set clk_period 16.0
set clk_io_pct 0.2

create_clock -name clk0 -period $clk_period

set non_clock_inputs [all_inputs -no_clocks]
set_input_delay [expr $clk_period * $clk_io_pct] -clock clk0 $non_clock_inputs
set_output_delay [expr $clk_period * $clk_io_pct] -clock clk0 [all_outputs]
==> impl_metrics.env <==
# source this file to load flow results
export IMPL_avgSynthCellArea_sq_um=7.082
export IMPL_grt_setup_unrepaired="false"
export IMPL_worstPathMaxFanout=28
export IMPL_tightest_slew_ps=1149
export IMPL_grt_use_total_pct=49.03
export IMPL_slowest_delay_ps=640
export IMPL_outcome="finished, final reports clean"
export IMPL_period_minus_slack_ps=11830
export IMPL_fmax_mhz=84.54
export IMPL_grt_overflow=0
export IMPL_post_cts_buffers=0
export IMPL_hold_path_class="in -> out"
export IMPL_rows=52
export IMPL_p_switching_mw=0.2623
export IMPL_drt_iter0_drc=1396
export IMPL_wl_per_cell_um=29.81
export IMPL_placed_cells=1735
export IMPL_maxCapViolations=0
export IMPL_syn_inst=1452
export IMPL_antenna_found_initial=1
export IMPL_cp_start_kind="input pin"
export IMPL_crit_slowest_cell="ha_1"
export IMPL_relSlewSlack_pct=22.97
export IMPL_fin_crit_sh_pct=73.93
export IMPL_placed_area_sq_um=11320
export IMPL_required_ps=12800
export IMPL_stdcell_count=1736
export IMPL_yosysTopAreaCell="ha_1"
export IMPL_path_class="in -> out"
export IMPL_viasPerCell=7.444
export IMPL_dr_pass1_iters=5
export IMPL_yosys_cells=1452
export IMPL_slew_violations=0
export IMPL_fp_utilization_pct=50.98
export IMPL_arrival_ps=8630
export IMPL_crit_path_start="b[4]"
export IMPL_endpoint_kind="output pin"
export IMPL_grt_max_degree=65
export IMPL_port_buffers=101
export IMPL_final_area_sq_um=11320
export IMPL_powerDensity_nw_per_um2=37.52
export IMPL_ios=101
export IMPL_dieArea_sq_um=21140
export IMPL_warnings=100
export IMPL_p_leak_nw=4.500
export IMPL_synth_distinct_cells=91
export IMPL_totalWireLength_um=51750
export IMPL_gp_congestion=1.105
export IMPL_seq_area_sq_um=0
export IMPL_chipWidth_um=145.4
export IMPL_grt_pass1_vias=11930
export IMPL_core_region_area_sq_um=20170
export IMPL_drc_errors=0
export IMPL_swShare_pct=61.73
export IMPL_crit_end="zero"
export IMPL_path_delay_family="buffers and inverters"
export IMPL_synth_area_sq_um=10280
export IMPL_fin_tns_setup_ps=0
export IMPL_n_clock_buffer=0
export IMPL_post_cts_resized=0
export IMPL_drtAntennaViolNets=0
export IMPL_postCtsHoldBufs=0
export IMPL_ys_area_sq_um=10280
export IMPL_crit_cells=15
export IMPL_ys_seq_share_pct=0
export IMPL_setup_viol=0
export IMPL_grt_first_pass_wirelength_um=76250
export IMPL_worst_path_buf_inv=4
export IMPL_post_route_cells_drive_above_1_share_pct=10.65
export IMPL_peakVddDrop_mv=0.02103
export IMPL_die_y_um=145.4
export IMPL_topCellsByArea="ha_1, mux4_2, mux2i_1, nor2_1, a21oi_1"
export IMPL_vias=12920
export IMPL_yosys_warnings=1
export IMPL_dp_hpwl_um=39650
export IMPL_top_area_share_pct=12.05
export IMPL_area_growth_pct=10.14
export IMPL_hold_violations=0
export IMPL_cp_cell_sequence="clkdlybuf4s50_1 -> buf_4 -> clkinv_1 -> ha_1 -> o211ai_1 -> o211a_1 -> or4_1 -> nand2_1 -> a21boi_0 -> a211o_1 -> o211ai_1 -> o311ai_0 -> nor4bb_1 -> and4bb_1 -> clkdlybuf4s50_1"
export IMPL_seq_cell_count=0
export IMPL_p_int_mw=0.1626
export IMPL_utilization_pct=56.15
==> power by group through the flow <==
stage	registers (mW)	logic, mW	clock network [mW]
after CTS	0	0.406	0
after global routing	0	0.445	0
==> cell usage after synthesis (all sizes together), types with 14 or more instances <==
master,count
clkbuf,70
mux4,50
nand2,127
o211ai,31
a221oi,17
mux2,39
nor2b,14
mux2i,54
o22ai,21
nand3,37
and2,16
nand2b,14
nor4,19
o21ai,76
buf,52
a21o,14
nor2,143
o31ai,15
o221ai,15
o21bai,14
a31oi,19
inv,97
a221o,14
nor3,44
a211oi,29
ha,99
a21oi,96
==> tightest hold or removal path, cell delays in order <==
cell	delay, ps
buf_2	160
inv_1	270
o311a_1	250
o22ai_1	120
clkdlybuf4s50_1	410
==> final cells by class <==
| cell class | count | area [sq um] |
|---|---|---|
| tap | 270 | 337.8 |
| fill | 1963 | 8845 |
| timing repair buffer | 135 | 1239 |
| inverter | 99 | 371.6 |
| antenna | 1 | 2.502 |
| multi-input combinational | 1231 | 9374 |
==> worst min-delay path by stage <==
stage,from,endpoint,slack (ps),depth (start not counted)
6_report,alu_ctrl[1],result[3],7610,5
5_1_grt,alu_ctrl[1],result[3],7640,5
4_1_cts,alu_ctrl[1],result[3],7600,5
==> cell families (layout without fill, tap and decap cells) <==
family                     after synthesis  in the layout  synth area share (%)
xor gates and xnor gates                13             13                 1.107
AOI/OAI and AO/OA                      494            494                 34.35
and+or+nand+nor                        480            480                 22.51
buffers and inverters                  221            234                 9.041
other                                    0              1                     0
adders and majority gates              101            101                 12.44
muxes                                  143            143                 20.55
==> stage by stage <==
step                      total power [mW]  worst slack, ps  hold WS, ps
after floorplan                     0.2540             5933         6728
after global placement              0.4050             4459         7598
after detailed placement            0.4041             4365         7603
after CTS                           0.4064             4371         7599
after global routing                0.4454             4016         7643
final                               0.4249             4172         7613
==> cell usage in the layout (no fill, tap or decap), drive strengths merged, types with 7 or more instances in the layout <==
cell type	n
a2111oi	11
a211o	10
a211oi	29
a21o	14
a21oi	96
a221o	14
a221oi	17
a22oi	12
a311oi	11
a31oi	19
and2	16
and3	10
buf	40
clkdlybuf4s50	95
ha	99
inv	97
mux2	39
mux2i	54
mux4	50
nand2	127
nand2b	14
nand3	37
nand4	12
nor2	143
nor2b	14
nor3	44
nor4	19
o2111ai	7
o211a	7
o211ai	31
o21a	8
o21ai	76
o21bai	14
o221ai	15
o22ai	21
o311ai	11
o31ai	15
or3	12
xnor2	10
==> metal layers <==
metal / wire (um) / global-route usage [%] / vias to the layer above
li1: - / - / 5610
met1: 19750 / 66.80 / 6040
met2: 21550 / 70.60 / 1050
met3: 7312 / 16.42 / 223
met4: 3131 / 22.84 / 0
met5: 0 / 0 / -
Power figures rest on the tool's default switching activity, not on a simulated workload.
